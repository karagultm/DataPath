## run.sh

```bash
#!/bin/bash
# OpenROAD 26Q1-2900-gdf79404cd8, Yosys 0.63+post, stock flow scripts
make -C /OpenROAD-flow-scripts/flow DESIGN_CONFIG=/design/flow/config.mk WORK_HOME=/design/flow/orfs finish
```

## config.mk

```make
export PLATFORM = sky130hd
export DESIGN_NAME = control
export DESIGN_NICKNAME = control
export VERILOG_FILES = /design/flow/design.v
export SDC_FILE = /design/flow/constraint.sdc
export NUM_CORES = 4
export LEC_CHECK = 1
export CORE_AREA = 10 10 70 70
export DIE_AREA = 0 0 80 80
```

## constraint.sdc

```tcl
current_design control

set clk_period 1.5
set clk_io_pct 0.2

create_clock -name clk0 -period $clk_period

set non_clock_inputs [all_inputs -no_clocks]
set_input_delay [expr $clk_period * $clk_io_pct] -clock clk0 $non_clock_inputs
set_output_delay [expr $clk_period * $clk_io_pct] -clock clk0 [all_outputs]
```

## design.v

```verilog
module control(in,func,regdest,alusrc,memtoreg,regwrite,memread,memwrite,branch,aluop1,aluop2,aluop3,brvControl,jmxorControl,jalpcControl,balnControl,blezalControl,noriControl);  
input [5:0] in; 
input [5:0] func; 
output regdest,alusrc,memtoreg,regwrite,memread,memwrite,branch,aluop1,aluop2,aluop3;
output brvControl,jmxorControl,jalpcControl,balnControl,blezalControl,noriControl;  
wire rformat,lw,sw,beq;
wire nori,blezal,jalpc,baln;
wire jmxor,brv;
assign rformat=~|in;
assign jmxor=(~|in) & (func[5] & (~func[4]) & (~func[3]) & (~func[2]) & (~func[1]) & (func[0]));  
assign brv=(~|in) & ((~func[5]) & (func[4]) & (~func[3]) & func[2] & (~func[1]) & (~func[0]));  
assign lw=in[5]& (~in[4])&(~in[3])&(~in[2])&in[1]&in[0];
assign sw=in[5]& (~in[4])&in[3]&(~in[2])&in[1]&in[0];
assign beq=~in[5]& (~in[4])&(~in[3])&in[2]&(~in[1])&(~in[0]);
assign nori=(~in[5]) & (~in[4]) & in[3] & in[2] & in[1] & in[0];  
assign blezal=in[5] & (~in[4]) & (~in[3]) & in[2] & (~in[1]) & (~in[0]);  
assign jalpc=(~in[5]) & in[4] & in[3] & in[2] & in[1] & in[0];  
assign baln=(~in[5]) & in[4] & in[3] & (~in[2]) & in[1] & in[0];  
assign regdest=rformat;
assign alusrc=lw|sw|nori;  
assign memtoreg=lw;
assign regwrite=rformat|lw|nori|blezal|jalpc|baln|jmxor;  
assign memread=lw;
assign memwrite=sw;
assign branch=beq;
assign aluop1=beq|nori;
assign aluop2=rformat|nori|brv|jmxor;  
assign aluop3=blezal;
assign noriControl=nori;
assign blezalControl=blezal; 
assign jalpcControl=jalpc;
assign balnControl=baln;
assign jmxorControl=jmxor;
assign brvControl=brv;
endmodule
```

==> ci_impl_report.md <==
## Synthesis and layout report

| Metric | Value |
|---|---|
| WL final | 1536 µm |
| CP Class | input pin to output pin |
| Final Hold Fails | 0 |
| RSZ-0062 raised after global routing | yes |
| Maxcap violations | 0 |
| Setup Slack @ Placement | -0.9900 ns |
| Distinct lib cells | 23 |
| Crit-path cells | buf_6 > or4_4 > nand2b_4 > nor4_4 > buf_2 |
| Core area | 3416 µm² |
| Leak Pwr | 0.3818 nW |
| Dominant logic cell types in the final layout | buf_4 (12), buf_6 (10), buf_2 (9) |
| Total Routing Usage GR | 4.227% |
| Die Wd | 80 µm |
| Ys Warns | 0 |
| Power Dens Cells | 189.0 nW/µm² |
| Vias in the first global route | 436 |
| Final period utilization | 113.0% |
| Max rail drop VDD | 36.55 µV |
| Synthesis-to-layout area growth | 203.4% |
| Slowest stage delay, CP | 0.53 ns |
| Synthesized area per cell | 7.229 µm² |
| # diodes | 0 |
| Final hold slack | 0.9900 ns |
| Fin area | 789.5 µm² |
| Number of port buffers | 28 |
| Worst setup slack after layout | -0.1954 ns |
| Placer Congestion | 0.7464 |
| Hold crit path type | input pin to output pin |
| Cells after Synth | 36 |
| Residual DRC | 0 |
| Non-filler cells in the finished layout | 126 |
| Initial antenna violation count | 0 |
| Final setup viols | 4 |
| Crit-path slowest cell | or4_4 |
| CLK BUF | 0 |
| Crit. End Element | output pin |
| Worst slew margin | 83.08% |
| Via count | 437 |
| # Cells Yosys | 36 |
| Outcome | finished, violations left |
| Crit Path Max Fanout | 3 |
| Final Util | 23.11% |
| Flip-flops | 0 |
| Num rows | 21 |
| Die Y | 80 µm |
| Placed cell area | 620.6 µm² |
| Layout cells sized above 1 | 76.25% |
| Largest net degree at the start of global routing | 8 |
| WL/cell | 12.19 µm |
| Core Util at FP | 7.619% |
| Synth Seq Share | 0% |
| Failing checks | negative setup slack |
| HPWL after DPL | 1130 µm |
| Routed Antenna Nets | 0 |
| Log Warnings | 34 |
| First-pass GRT wire length | 2242 µm |
| Fmax | 589.8 MHz |
| Die Size | 6400 µm² |
| Ports | 28 |
| Detailed Routing Iterations Pass 1 | 2 |
| Vias per cell | 3.468 |
| Post-Place Cells | 114 |
| Grt total ovfl | 0 |
| CP delay by family, top | simple AND/OR/NAND/NOR gates |
| Worst-Margin Slew | 0.2539 ns |
| Startpoint types | input pin |
| Reg area | 0 µm² |
| Tmin final | 1.695 ns |
| Synthesized area | 260.3 µm² |
| Worst Path Required | 1.20 ns |
| Yosys chip area | 260.2 µm² |
| CP Buf/Inv Count | 2 |
| Slew Limit Fails | 0 |
| Hold_buf cts | 0 |
| Top cell excl fill/tap | buf_4 |
| Critical Path AT | 1.40 ns |
| Initial DRC Count | 15 |
[worst min-delay path, stage by stage]
cell and delay, ns:
clkbuf_2 0.08, or4bb_1 0.15, nor4_4 0.06, buf_2 0.11
[final cells by class]
| cell class | instances | area (µm²) |
|---|---|---|
| fill | 363 | 2626 |
| inverter | 1 | 3.754 |
| multi-input combinational | 31 | 342.8 |
| tap | 46 | 57.56 |
| timing repair buffer | 48 | 385.4 |
[kinds of logic (layout without fill, tap and decap cells)]
family	after synthesis	after routing	share of synthesized area [%]
AOI/OAI and AO/OA	5	5	15.87
and+or+nand+nor	24	24	61.06
xor gates and xnor gates	1	1	3.366
buffers and inverters	5	49	15.86
muxes	1	1	3.846
[path summary, 6_finish.rpt]
path | from | end | slack (ns) | cells past startpoint
max | in[2] | brvControl | -0.20 | 5
min | func[5] | brvControl | 0.99 | 4
[metal layers]
layer  global-route usage (%)  share of wire [%]  up-vias
met3                   0.3409                3.4        0
met1                    5.149                 43      204
met2                    8.186                 53        6
met4                        0                  0        0
met5                        0                  0        -
li1                         -                  -      227
[through the flow]
step	power, mW	setup TNS, ns
finish	0.1492	-0.4778
global route	0.1589	-0.6388
CTS	0.1297	-0.4670
detailed placement	0.09987	-11.83
global placement	0.09782	-11.54
floorplan	0.03291	0
[cells in the mapped netlist]
cell | instances | area [µm²]
nor4_1 | 2 | 12.51
nor3b_1 | 1 | 7.510
or4bb_1 | 2 | 22.52
and3_2 | 1 | 7.510
mux2i_1 | 1 | 10.01
o211a_1 | 1 | 10.01
nor3_1 | 3 | 15.01
o31ai_1 | 1 | 7.510
xnor2_1 | 1 | 8.760
nand2_1 | 2 | 7.510
a21boi_0 | 1 | 7.510
nand4_1 | 1 | 6.260
inv_1 | 1 | 3.750
buf_6 | 2 | 22.52
nor2b_1 | 2 | 12.51
and3b_2 | 1 | 10.01
nand2b_4 | 1 | 13.76
o2111ai_1 | 1 | 8.760
and3_1 | 4 | 25.02
a22oi_1 | 1 | 7.510
buf_4 | 2 | 15.01
nor2_1 | 3 | 11.26
or4_1 | 1 | 7.510
[where the power goes]
part           internal (mW)  total, mW  switching, mW
sequential                 0          0              0
combinational         0.0871      0.149         0.0621
clock                      0          0              0
total                 0.0871      0.149         0.0621
[timing repair]
item | in CTS | in global routing
buffers inserted | 12 | 1
endpoints found under the setup margin | 16 | 11
pin swaps | 20 | 8
resized | 88 | 23
No activity file was given, so power comes from the tool's default toggle rates.
