==> flow/design.v <==
module mult4_to_1_32(out, i0, i1, i2, i3, s0, s1);
    output [31:0] out;
    input [31:0] i0, i1, i2, i3;
    input s0, s1;
    assign out = (s1 == 0 && s0 == 0) ? i0 :
                 (s1 == 0 && s0 == 1) ? i1 :
                 (s1 == 1 && s0 == 0) ? i2 :
                                        i3;
endmodule
==> flow/run.sh <==
#!/bin/bash
# OpenROAD 26Q1-2900-gdf79404cd8, Yosys 0.63+post, stock flow scripts
make -C /OpenROAD-flow-scripts/flow DESIGN_CONFIG=/design/flow/config.mk WORK_HOME=/design/flow/orfs finish
==> flow/config.mk <==
export PLATFORM = sky130hd
export DESIGN_NAME = mult4_to_1_32
export DESIGN_NICKNAME = mult4_to_1_32
export VERILOG_FILES = /design/flow/design.v
export SDC_FILE = /design/flow/constraint.sdc
export NUM_CORES = 4
export LEC_CHECK = 1
export CORE_AREA = 10 10 96 96
export DIE_AREA = 0 0 106 106
==> flow/constraint.sdc <==
current_design mult4_to_1_32

set clk_period 3.1
set clk_io_pct 0.2

create_clock -name clk0 -period $clk_period

set non_clock_inputs [all_inputs -no_clocks]
set_input_delay [expr $clk_period * $clk_io_pct] -clock clk0 $non_clock_inputs
set_output_delay [expr $clk_period * $clk_io_pct] -clock clk0 [all_outputs]
==> run notes <==
Synthesis and PnR results.

- The final count of negative-setup-slack endpoints is 0.
- Counting the fill cells in the layout gives 727.
- The number of cells upsized or downsized after cts is 0.
- The number of failing hold endpoints at the final stage is 0.
- The final weighted congestion in routability-driven placement reads slightly below 0.9.
- The top routing layer in use reads met3.
- According to the floorplan log, the row count is 31.
- The tally of max-capacitance violations reads 0.
- Dividing the synthesized area by the synthesized cell count gives 20.5 sq um.
- The effective utilization at floorplan is 0.113.
- The DRC marker count from the first detailed-route iteration reads 63.
- From synthesis to final layout, the design area changed by 208%.
- The cell count in the Yosys report reads 40.
- The transition at the pin with the smallest max-transition slack reads roughly 0.29 ns.
- The met3 wire length reads 455 um.
- The script computed a power per unit cell area of 138 mW/mm^2.
- The number of top-level pins is around 160.
- The die outline width reads 106 um.
- The type of the most critical hold path reads in -> out.
- The data arrival time of the worst path reads 2.25 ns.
- The final non-filler cell area is 0.00252 sq mm.
- The combinational gate area is roughly 730 sq um.
- The largest voltage drop on the vdd net is 0.0000509 V.
- The total wire length after detailed routing reads between 6 and 7 mm.
- The combined flip-flop and latch cell area is 0 sq um.
- Counting the warning lines in the Yosys log gives 0.
- The via count is 1,166.
- The fraction of the yosys area taken by sequential cells is 0.
- The initial antenna violation count reads 0.
- The fraction of the cycle the final worst path needs is 0.926.
- The all-layer global routing usage reads 0.112.
- The largest driver fanout on the critical path is 17.
- The count of hold-fix buffers inserted at cts is 0.
- The yosys-reported design area after synthesis reads 818 sq um.
- Prior to clock tree synthesis, the placed netlist has a worst setup slack of 0.208 ns.
- From bottom edge to top edge, the die measures 106 um.
- The netlist uses 6 different library cells.
- The number of DRC violations after detailed routing is 0.
- Data on the critical path is required at its endpoint by 2.48 ns.
- The warning total across the stage logs reads 32.
- The largest net degree at the start of global routing is 33.
- The post-detailed-route count of antenna-violating nets is 0.
- The overall chip area is 0.0112 sq mm.
- The overall power consumption reads 349 uW.
- The capturing element type of the critical path is an output pin.
- The average wire per standard cell reads 21.9 um.
- The number of optimization iterations in the first detailed-route pass reads 4.
- The slack of the critical path is 0.230 ns.
- The number of vias per cell reads 3.93.
- The kind of launch point of the worst setup path reads an input pin.
- The cell count after synthesis is 40.
- The diode insertion count for antenna repair is 0.
- The setup TNS reads 0 ns.
- The detailed-route wire length on metal 1 is 2.46 mm.
- The number of global-route vias before repair was 1,374.
- After clock tree synthesis, the setup repair step added 0 buffers.
- The flow ran to the end, and the final reports show no timing, DRC or antenna violations.
- The analysis attributes to cell leakage a power of ~0.87 nW.
- Setup repair after global routing left no endpoint under its margin.
- In this run the cell area measured after placement is 0.00252 sq mm.
- The wire-length estimate of the detail-placed layout is 5.95 mm.
- The sequential cell count of the final layout reads 0.
- The clock period could shrink to 2.87 ns.
- The floorplan core area reads 0.00721 sq mm.
- The most common logic cells in the final layout are clkdlybuf4s50_1 (161), mux4_2 (30), mux4_1 (2), buf_4 (2), buf_12 (2).
- The remaining global-route overflow is 0.
- The max-slew violation count is 0.
- The clock tree buffer count of the final layout is 0.
- In the final layout, the share of cells above drive strength 1 is 0.177.
- The length of routed met2 wiring reads around 3.6 mm.
- The maximum clock rate is 348 MHz.
- The kind of critical path reads in -> out.
- The mapped netlist covers around 820 sq um.
- The core utilization of the finished layout reads 0.350.
- As logged by OpenROAD, the buffers inserted on ports number 162.
- The worst slew margin relative to its limit reads 0.809.
- The commonest non-fill, non-tap cell in the layout reads clkdlybuf4s50_1.
- The global-route wire length before repair reads approximately 9.5 mm.
-- routing by layer --
| layer | up-vias | GRT usage |
|---|---|---|
| met5 | - | 0 |
| met4 | 0 | 0.00387 |
| met3 | 0 | 0.0263 |
| met2 | 68 | 0.212 |
| met1 | 571 | 0.131 |
| li1 | 527 | - |
-- cells by family after synthesis --
family,share of synthesized area
multiplexers,0.890
buffers and inverters,0.110
-- worst max-delay path, stage by stage --
cell and delay [ns]:
clkdlybuf4s50_1 0.63, buf_12 0.20, mux4_1 0.28, clkdlybuf4s50_1 0.50
-- through the flow --
| step | cells | hold slack [ns] |
|---|---|---|
| floorplan | 40 | 1.40 |
| global placement | 297 | 2.31 |
| detailed placement | 297 | 2.29 |
| CTS | 297 | 2.29 |
| global route | 297 | 2.33 |
| finish | 297 | 2.29 |
-- cell type report --
class / instances / area share
tap: 99 / 0.0491
multi-input combinational: 32 / 0.289
timing repair buffer: 166 / 0.662
-- synth_stat cells (all sizes together) --
cell type	n	share of area
clkbuf	1	0.0046
buf	7	0.11
mux4	32	0.89
-- worst paths after layout --
check / from / endpoint / cells past startpoint
hold / removal: s0 / out[30] / 4
setup / recovery: s1 / out[31] / 4
-- report_power, final --
part | internal, mW | switching [mW]
Clock | 0 | 0
Sequential | 0 | 0
Combinational | 0.279 | 0.0695
Total | 0.279 | 0.0695
Power figures rest on the tool's default switching activity, not on a simulated workload.
