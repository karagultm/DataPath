## design/flow/design.v

```verilog
module alu32(sum,a,b,zout,gin, statusN,statusV,statusZ,clk,nORv); 
output [31:0] sum;
output nORv;
input [31:0] a,b; 
input [3:0] gin; 
input clk;
reg [31:0] sum;
reg [31:0] less;
output zout;
reg zout, nORv;
reg nORv_1;
output reg statusZ, statusN, statusV;
reg tempZ, tempN, tempV;
always @(a or b or gin)
begin
    tempZ = 0;
    tempN = 0;
    tempV = 0;
    nORv_1 = 0;
    case(gin)
    4'b0010: begin
        sum=a+b;          
		if ((a[31]&b[31]&(~sum[31]) )| ((~a[31])&(~b[31])&(sum[31]))) tempV=1;
        end
    4'b0110: begin
        sum=a+1+(~b);     
		if ((a[31]&(~b[31])&(~sum[31])) | ((~a[31])&(b[31])&(sum[31]))) tempV=1;
        end
    4'b0111: begin 
        less=a+1+(~b);     
        if (less[31]) sum=1;
        else sum=0;
        end
    4'b1111: begin
        if (a[31] || a == 0) 
        begin
            sum = a;  
            nORv_1 = 1;
        end
        else sum = 1;
        end 
    4'b0000: sum=a & b;     
    4'b0001: sum=a|b;         
    4'b1010: sum=~(a | b);  
    4'b1001: sum=a^b;         
	4'b1000: sum=a;           
    default: sum=31'bx;
    endcase
    tempZ = (sum == 0) ? 1 : 0;
    tempN = sum[31];
zout=~(|sum);
nORv = nORv_1;
end
always @(posedge clk) begin
    statusZ = tempZ;
    statusN = tempN;
    statusV = tempV;
end
endmodule
```

## design/flow/constraint.sdc

```tcl
current_design alu32

set clk_period 35.7
set clk_io_pct 0.2

create_clock -name clk0 -period $clk_period [get_ports {clk}]

set non_clock_inputs [all_inputs -no_clocks]
set_input_delay [expr $clk_period * $clk_io_pct] -clock clk0 $non_clock_inputs
set_output_delay [expr $clk_period * $clk_io_pct] -clock clk0 [all_outputs]
```

## design/flow/run.sh

```bash
#!/bin/bash
# OpenROAD 26Q1-2900-gdf79404cd8, Yosys 0.63+post, stock flow scripts
make -C /OpenROAD-flow-scripts/flow DESIGN_CONFIG=/design/flow/config.mk WORK_HOME=/design/flow/orfs finish
```

## design/flow/config.mk

```make
export PLATFORM = sky130hd
export DESIGN_NAME = alu32
export DESIGN_NICKNAME = alu32
export VERILOG_FILES = /design/flow/design.v
export SDC_FILE = /design/flow/constraint.sdc
export NUM_CORES = 4
export LEC_CHECK = 1
export CORE_UTILIZATION = 30
```

==> out/results.ini <==
[place]
gp_congestion=0.970
place_inst=1264
numPortBuffers=105
dp_hpwl_mm=18.8
placed_area_mm2=0.00744

[sta]
setup_tns_ns=0
final.min_clock_period_ns=19.59
maxSlewHeadroom=0.510
fin_crit_sh=0.549
hold_viol=0
setup_viol=0
timing.fmax_ghz=0.0511
worstMarginPinSlew_ns=0.725
final_max_slew_viol_count=0
rsz0062_at_grt=false

[routing]
drcViolationCount=0
via_count=7444
viasPerCell=5.87
ant_nets=0
drtPass1Iterations=5
routed_wirelength_mm=24.2
diodes=0
drtIter0Drc=783
post_drt_wl_per_cell_um=19.1

[min_path]
worst_hold_path_type=in2reg
min_from=a[27]

[clock_network]
cts_hold_buf=0
clockRootBuffer=clkbuf_16
htreeDepth=1
clk_pin_slew_ns=0.03
cts_resized=0
cts_buffers=3
cts_sinks=3
clock_path_buffers=2
post_cts_buffers=0
cts_tree=done

[critical_path]
crit_required_ns=28.56
start_kind=input pin
path_max_fanout=12
cp-startpoint=a[5]
crit_arrival_ns=12.45
end_kind=output pin
criticalPathCategory=in2out

[global_route]
grtUsageTotal=0.224
antenna_found_initial=0
grt_max_degree=34
grt_pass1_wl_mm=37.7
first_global_vias=6883
grt_overflow=0

[final_layout]
fin_cells=1268
fin_area_mm2=0.00752
final_core_util=0.373
syn2layout_area_growth_pct=21.9
drive_gt1_frac=0.0451
fillers=2130

[pwr]
peakVddDrop_mv=0.00923
power_density_mw_per_mm2=17.6
p_leak_uw=0.00318

[logic_synthesis]
ys_ff=3
ys_cells=936
ys_seq_share=0.00973
avgSynthCellArea_um2=6.59
netlist_instances=936
ys_warn_count=1
postSynth.asyncResetShare=0
synth_cell_types=79
enable_flop_cells=0
syn-cell-area_mm2=0.00617
yosys_most_used_dff=dfxtp_1
ys_area_mm2=0.00617

[floorplan]
num_rows=52
fp_util=0.306
dieWidth_um=145
die_height_um=145
ios=106
core_region_area_mm2=0.0202
dieArea_mm2=0.0211

[job]
warnings=97
drv_cap=0

[status]
status=finished, final reports clean

where the power goes:
| part | leakage (uW) | total (uW) | internal [uW] | switching [uW] |
|---|---|---|---|---|
| Combinational | 0.00312 | 111 | 47.2 | 63.6 |
| Sequential | 0.0000245 | 3.65 | 3.61 | 0.0457 |
| Clock | 0.0000382 | 17.6 | 14.7 | 2.89 |
| Total | 0.00318 | 132 | 65.6 | 66.5 |
logic make-up after synthesis:
| kind of cell | synth area share |
|---|---|
| simple gates | 0.252 |
| mux | 0.0134 |
| compound gates | 0.390 |
| fa+ha+maj | 0.217 |
| buf+inv | 0.102 |
| xor+xnor | 0.0156 |
| flops | 0.00973 |
layer usage:
layer  GRT usage  vias up  wire, um
met3      0.0342       53      2020
met2       0.350      371     10600
li1            -     3620         -
met5           0        -         0
met1       0.319     3400     10900
met4      0.0668        0       736
cells in the final DEF (no fill, tap or decap), drive strengths merged, types with 5 or more instances in the layout:
master and n:
or3 6, a2111oi 5, a211o 6, clkdlybuf4s50 105, nand3b 8, a21o 11
a21oi 95, a31oi 9, o21a 10, a211oi 7, a311oi 7, or2 6
or4 6, o21bai 13, mux2i 6, ha 104, nor3 27, o21ai 52
nor2 77, a22oi 16, inv 96, buf 13, nand3 20, nand2 73
a221oi 19, nor3b 7, a221o 12, and3 8, o22ai 7, o211ai 20
nand2b 8, o2111ai 7, nand4 13, nor2b 8, o31ai 13, xnor2 11
nor4 22
stage by stage:
stage	hold slack [ns]	worst slack, ns	power [uW]
floorplan	7.40	18.14	70.3
global placement	7.80	16.20	113
detailed placement	7.80	16.13	112
CTS	7.83	16.12	131
global route	7.89	15.83	143
finish	7.83	16.11	132
synthesized netlist by cell type (7+ instances only):
cell type,n,area share
nand4_1,13,0.013
ha_1,104,0.21
clkbuf_1,41,0.025
o211ai_1,20,0.024
xnor2_1,11,0.016
nand2_1,73,0.044
and3_1,8,0.0081
a221o_1,12,0.019
a22oi_1,16,0.019
o21bai_1,13,0.016
a221oi_1,18,0.026
nor2b_1,8,0.0081
nand2b_1,8,0.0081
o21ai_0,49,0.040
nor3_1,24,0.019
a311oi_1,7,0.0099
o21a_1,10,0.012
nand3b_1,8,0.0097
o2111ai_1,7,0.0099
nor2_1,77,0.047
nor3b_1,7,0.0085
a21o_1,11,0.013
nor4_1,22,0.022
buf_2,7,0.0057
o31ai_1,12,0.015
a31oi_1,9,0.0091
inv_1,96,0.058
a21oi_1,95,0.077
nand3_1,20,0.016
o22ai_1,7,0.0071
worst max-delay path: stages:
cell and delay (ns):
clkdlybuf4s50_1 0.55, inv_1 0.10, ha_1 0.53, nand2_1 0.12, o31ai_2 0.53, nor4b_1 0.54, o21ai_1 0.20, a21oi_1 0.40
a31oi_1 0.20, a211oi_1 0.32, mux2_2 0.38, a221o_1 0.31, or4_1 0.49, nor3_2 0.15, clkdlybuf4s50_1 0.48
flip-flops by register name, summed over array words and instances (netlist names):
register and flops:
statusN 1, statusV 1, statusZ 1
path summary, 6_finish.rpt:
kind / slack, ns / end / cells after the start
worst max-delay path: 16.11 / zout / 15
worst min-delay path: 7.83 / statusZ / 5
cell type report:
| type | count | area (um2) | share of cell area |
|---|---|---|---|
| Multi-Input combinational cell | 776 | 5530 | 0.735 |
| Tap cell | 270 | 338 | 0.0449 |
| Timing Repair Buffer | 118 | 1150 | 0.153 |
| Sequential cell | 3 | 60.1 | 0.00799 |
| Inverter | 97 | 364 | 0.0484 |
| Clock buffer | 4 | 78.8 | 0.0105 |
No activity file was given, so power comes from the tool's default toggle rates.
